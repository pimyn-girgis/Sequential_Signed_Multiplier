==> design/flow/design.v <==
module product_reg(
   input [13:0] in, 
   input clk,
   input en,
   output reg [13:0] out
);
    always @(posedge clk) begin
        if(en)
            out <= in;
    end
endmodule
==> design/flow/run.sh <==
#!/bin/bash
# OpenROAD 26Q1-2900-gdf79404cd8, Yosys 0.63+post, stock flow scripts
make -C /OpenROAD-flow-scripts/flow DESIGN_CONFIG=/design/flow/config.mk WORK_HOME=/design/flow/orfs finish
==> design/flow/config.mk <==
export PLATFORM = sky130hd
export DESIGN_NAME = product_reg
export DESIGN_NICKNAME = product_reg
export VERILOG_FILES = /design/flow/design.v
export SDC_FILE = /design/flow/constraint.sdc
export NUM_CORES = 4
export LEC_CHECK = 1
export CORE_AREA = 10 10 70 70
export DIE_AREA = 0 0 80 80
==> design/flow/constraint.sdc <==
current_design product_reg

set clk_period 1.0
set clk_io_pct 0.2

create_clock -name clk0 -period $clk_period [get_ports {clk}]

set non_clock_inputs [all_inputs -no_clocks]
set_input_delay [expr $clk_period * $clk_io_pct] -clock clk0 $non_clock_inputs
set_output_delay [expr $clk_period * $clk_io_pct] -clock clk0 [all_outputs]
==> results.cfg <==
; physical design summary
[clock_tree]
cts_sinks = 14
cts_htree_levels = 1
cts_tree = built
hold_buffers = 0
clockRootBuffer = clkbuf_4
postCtsSetupBuffers = 0
cts_made_buffers = 3
clockBufferDepth = 2
post_cts_resized = 41
clkTransAtPathRegs_ps = 70

[routing]
wl_per_cell_um = 10.6
drt_iter0_drc = 2
diodes = 0
drc = 0
wl_um = 997
via_per_inst = 2.87
first_pass_iters = 2
ant_nets = 0
vias = 270

[layout]
largest_reg_flops = 14
top_register = out
top_regs = out (14)
drive_above_1_share_pct = 39.6
fin_util_pct = 21.9
comb_cells = 0
logic_area_um2 = 0
area_delta_synth_final_pct = 78.0

[critical_path]
cp_num_buf_inv = 1
crit_family = flip-flops
end_kind = output pin
arrival_ps = 750
crit_chain = buf_2
slowest_delay_ps = 370
crit_required_ps = 800
critPathMaxFanout = 1
worstSetupPathType = reg -> out
critPathLaunchType = flip-flop
critPathSlowestCell = edfxtp_1

[synth]
synth_flops = 14
avgSynthCellArea_um2 = 30.0
ys_sh_simple_pct = 0
ys_seq_share_pct = 100
yosysChipArea_um2 = 420
yosysWarnings = 1
ys_cells = 14
xor_area_share_pct = 0
muxShareOfSynthArea_pct = 0
syn_inst = 14
ys_sh_adder_pct = 0
syn_area_um2 = 420
netlist-cell-type-count = 1
ys_sh_aoi_pct = 0

[floorplanning]
die_h_um = 80
row_count = 21
chipArea_mm2 = 0.00640
coreArea_mm2 = 0.00342
die_w_um = 80
ioPinCount = 30
initial_core_util_pct = 12.3

[grt]
grt_pass1_wl_um = 1530
antenna_found_initial = 0
gr-total-overflow = 0
grt_pass1_vias = 309
grt_usage_pct = 3.22
grt_start_max_net_pins = 12

[final_timing]
finalCritPeriodShare_pct = 95.3
final_hold_viol_count = 0
rsz0062_at_grt = yes
whs_ps = 487
setup_viol = 0
relSlewSlack_pct = 90.4
clock.fmax_mhz = 1050
worst_pin_slew_ps = 144
slew_viol_final = 0
post-route-min-period_ps = 953

[pwr]
clkPwrFrac_pct = 25.4
power.switching_fraction_pct = 16.2
peakVddDrop_mv = 0.684
p_switching_uw = 179
cellLeakagePower_uw = 0.000279
pwr-share-comb_pct = 10.6
intPower_uw = 923
powerDensity_mw_per_mm2 = 1470
power.total_uw = 1100
seq_power_share_pct = 64.0

[placed_design]
io_buffers = 29
gp_congestion = 0.761

[min_path]
hp-class = in -> reg

[run]
drv_cap = 0
warnings = 27

[run_status]
outcome = complete, no violations
==> synthesized netlist by cell type <==
cell / instances / area [µm²]
edfxtp_1: 14 / 420
==> placed cells by master (no fill, tap or decap) <==
cell type	count
clkbuf_2	1
clkbuf_4	3
buf_2	13
clkdlybuf4s50_1	15
buf_4	1
edfxtp_1	14
buf_12	1
==> path summary, 6_finish.rpt <==
| check | to | depth (start not counted) | startpoint |
|---|---|---|---|
| setup / recovery | out[0] | 1 | out[0] |
| hold / removal | out[8] | 1 | in[8] |
==> cells by family (layout without fill, tap and decap cells) <==
family,after synthesis,in the layout
flops,14,14
buf+inv,0,34
==> metrics by stage <==
stage,setup WS [ps],cells,setup TNS [ps],cell area [µm²]
finish,47.2,94,0,748
global route,-7.50,94,-8.86,748
CTS,-44.0,94,-44.0,753
detailed placement,-182,91,-2510,796
global placement,-167,91,-2300,796
floorplan,501,14,0,420
==> power by group through the flow <==
stage         registers, µW  logic (µW)  clock network (µW)
finish                  705         116                 280
global route            710         128                 321
CTS                     706         121                 293
==> layer usage <==
layer | global-route usage, % | part of all wire [%]
met1 | 3.05 | 40
met2 | 4.49 | 36
met3 | 4.09 | 23
met4 | 0.176 | 0.40
met5 | 0 | 0
==> layout make-up <==
class                   count  area (µm²)
fillers                   382        2670
flip-flops and latches     14         420
well taps                  46        57.6
repair buffers             31         248
clock buffers               3        22.5
Power is estimated from default activity; no workload was simulated.
