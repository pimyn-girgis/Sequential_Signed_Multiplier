### flow/run.sh
#!/bin/bash
# OpenROAD 26Q1-2900-gdf79404cd8, Yosys 0.63+post, stock flow scripts
make -C /OpenROAD-flow-scripts/flow DESIGN_CONFIG=/design/flow/config.mk WORK_HOME=/design/flow/orfs finish
### flow/config.mk
export PLATFORM = sky130hd
export DESIGN_NAME = main
export DESIGN_NICKNAME = main
export VERILOG_FILES = /design/flow/design.v
export SDC_FILE = /design/flow/constraint.sdc
export NUM_CORES = 4
export LEC_CHECK = 1
export CORE_UTILIZATION = 30
### flow/constraint.sdc
current_design main

set clk_period 6.3
set clk_io_pct 0.2

create_clock -name clk0 -period $clk_period [get_ports {sys_clk}]

set non_clock_inputs [all_inputs -no_clocks]
set_input_delay [expr $clk_period * $clk_io_pct] -clock clk0 $non_clock_inputs
set_output_delay [expr $clk_period * $clk_io_pct] -clock clk0 [all_outputs]
### flow/design.v
module bin_to_bcd #(parameter W = 18) (
    input[14:0] in,
    output reg [19:0] bcd
    );
    integer i;
    always @(in) begin
        bcd = 20'b0;
        for (i = 14; i >= 0; i = i - 1) begin
            if (bcd[3:0] > 4) begin
                bcd[3:0] = bcd[3:0] + 3;
            end if (bcd[7:4] > 4) begin
                bcd[7:4] = bcd[7:4] + 3;
            end if (bcd[11:8] > 4) begin
                bcd[11:8] = bcd[11:8] + 3;
            end if (bcd[15:12] > 4) begin
                bcd[15:12] = bcd[15:12] + 3;
            end if (bcd[19:16] > 4) begin
                bcd[19:16] = bcd[19:16] + 3;
            end
            bcd = {bcd[18:0], in[i]};
        end
    end
endmodule
`timescale 1ns / 1ps
module buttons_control_unit(
  input [19:0] bcd,
  input BTNR,
  input BTNL,
  input clk,
  output [3:0] right_digit,
  output [3:0] middle_digit,
  output [3:0] left_digit
);
reg [1:0] state;
reg [1:0] next;
parameter [1:0] A = 2'b00;
parameter [1:0] B = 2'b01;
parameter [1:0] C = 2'b10;
initial begin
  state = A;
end
always @(BTNR,BTNL) begin
  case (state)
    A: begin
      if (BTNL) begin
        next = B;
      end else begin 
        next = A;
      end
    end
    B: begin
      if (BTNR) begin
        next = A;
      end else if (BTNL) begin
        next = C;
      end else begin 
        next = B;
      end
       end
    C: begin
      if (BTNR) begin
        next = B;
      end else begin
        next = C;
      end
    end
  endcase
end
always @(posedge clk) begin
    state <= next;
end
assign right_digit = (state == A) ? bcd[3:0] : ( (state==B)? bcd[7:4] : bcd[11:8]); 
assign middle_digit = (state == A) ? bcd[7:4] : ( (state==B)? bcd[11:8] : bcd[15:12]); 
assign left_digit = (state == A) ? bcd[11:8] : ( (state==B)? bcd[15:12] : bcd[19:16]); 
endmodule
`timescale 1ns / 1ps
module clk_div #(parameter n = 5000)(
    input clk_in,
    output reg clk_out
    );
reg [31:0] count;
always @ (posedge clk_in) begin
    count <= count + 1;
    if(count == n)
        count <= 32'b0;
end
always @ (posedge clk_in) begin
    if(count == n)
        clk_out <= ~clk_out;
end
endmodule
module ctrl_unit(
  input BTNC,
  input z_flag_multiplier,
  input clk,
  output shift_en,
  output reg_en,
  output load,
  output psel,
  output led
);
reg [1:0] state;
reg [1:0] next;
parameter [1:0] A = 2'b00;
parameter [1:0] B = 2'b01;
parameter [1:0] C = 2'b10;
parameter [1:0] D = 2'b11;
initial begin
  state = A;
end
always @(*) begin
  case (state)
    A: begin
      if (BTNC) begin
        next = B;
      end else begin
        next = A;
      end
    end
    B: begin
      if (BTNC) begin
        next = B;
      end else begin
        next = C;
      end
    end
    C: begin
      if (BTNC) begin
        next = B;
      end else if (z_flag_multiplier) begin
        next = D;
      end else begin
        next = C;
      end
    end
    D: begin
      if (BTNC) begin
        next = B;
      end else begin
        next = D;
      end
    end
  endcase
end
always @(posedge clk) begin
    state = next;
end
assign shift_en = (state == C) ? 1'b1 : 1'b0 ; 
assign reg_en = (state == C || state == B) ? 1'b1 : 1'b0 ; 
assign load = (state == B) ? 1'b1 : 1'b0 ; 
assign psel = (state == C || state == D) ? 1'b1 : 1'b0 ; 
assign led = (state == D) ? 1'b1 : 1'b0 ; 
endmodule
`timescale 1ns / 1ps
module debouncer(input clk, rst, in, output out);
    reg q1,q2,q3;
    always@(posedge clk, posedge rst) begin
         if(rst == 1'b1) begin
             q1 <= 0;
             q2 <= 0;
             q3 <= 0;
         end
         else begin
             q1 <= in;
             q2 <= q1;
             q3 <= q2;
         end
     end
    assign out = (rst) ? 0 : q1&q2&q3;
endmodule
module main(
  input signal_in,
  input left_button_in,
  input right_button_in,
  input sys_clk,
  input [7:0] multiplier,
  input [7:0] multiplicand,
  output [6:0] segments,
  output [3:0] anode_active,
  output led
);
    reg rst;
    initial begin 
    rst = 1; 
    #10
    rst = 0;
    end
    wire clk;
    wire shift_en;
    wire reg_en;
    wire psel;
    wire zflag;
    wire [19:0] bcd;
    wire [14:0] product;
    wire load;
    wire BTNC, BTNR, BTNL;
    wire sign;
    wire [3:0] right_digit ,middle_digit, left_digit;
    clk_div clkdiv_btnc(.clk_in(sys_clk), .clk_out(clk));
    push_button_detector multiply_pressed(.clk(clk), .in(signal_in), .rst(rst), .out(BTNC));
    push_button_detector right_pressed(.clk(clk), .in(right_button_in), .rst(rst), .out(BTNR));
    push_button_detector left_pressed(.clk(clk), .in(left_button_in), .rst(rst), .out(BTNL));
    ctrl_unit cu(.BTNC(BTNC),.z_flag_multiplier(zflag),.clk(sys_clk), .shift_en(shift_en), .reg_en(reg_en), .load(load), .psel(psel), .led(led));
    signed_multiplier sm(.multiplier(multiplier), .multiplicand(multiplicand), .clk(sys_clk), .shift_en(shift_en), .reg_en(reg_en), .load(load), .psel(psel), .product(product), .sign(sign), .zflag(zflag));
    bin_to_bcd binary_bcd(.in(product),.bcd(bcd));
    buttons_control_unit bcu(.bcd(bcd),.BTNR(BTNR),.BTNL(BTNL),.clk(clk),.right_digit(right_digit),.middle_digit(middle_digit),.left_digit(left_digit));
    reg[1:0] display_enable;
    always @(posedge clk) begin
        display_enable <= display_enable + 1;
        if (display_enable == 2'b11)
            display_enable <= 2'b00;
    end
    reg [3:0] in;
    always @(posedge clk) begin
        case(display_enable)
            2'b10: in = right_digit;
            2'b01: in = middle_digit;
            2'b00: in = left_digit;
            2'b11: in = (sign) ? 4'b1010 : 4'b1011;
            default: in = 4'b0000;
        endcase
    end
    seven_seg seg(.en(display_enable), .num(in), .segments(segments), .anode_active(anode_active));
endmodule
`timescale 1ns / 1ps
module push_button_detector(
    input clk,
    input in,
    input rst,
    output out
    );
    wire db_out, sync_out;
    debouncer db(.clk(clk), .rst(rst), .in(in), .out(db_out));
    synchronizer sync(.clk(clk), .rst(rst), .in(in), .out(sync_out));
    rising_edge_detector detect(.clk(clk), .rst(rst), .lvl(sync_out), .tck(out));
endmodule
`timescale 1ns / 1ps
module rising_edge_detector(
input clk,
input rst,
input lvl,
output tck
);
    reg [1:0] CurrentState, NextState;
    parameter [1:0] A=2'b00, B=2'b01, C=2'b10;
    always @(CurrentState or lvl) begin
        case (CurrentState)
        A: if (lvl == 0) begin
            NextState = A;
        end else begin
            NextState = B;
        end
        B: if (lvl == 0) begin
            NextState = A;
        end else begin
            NextState = C;
        end
        C: if (lvl == 0) begin
            NextState = A;
        end else begin
            NextState = C;
        end
        default: NextState = A;
    endcase
    end
    always @ (posedge clk or posedge rst) begin
        if (rst) begin
            CurrentState <= A;
        end else begin
            CurrentState <= NextState;
        end
    end
        assign tck = (CurrentState == B);
endmodule
`timescale 1ns / 1ps
module seven_seg(input [1:0]en, input [3:0] num, output reg [6:0] segments, output reg[3:0] anode_active);
    always @ (*) begin
        case(en) 
            0: anode_active = 4'b0111; 
            1: anode_active = 4'b1011; 
            2: anode_active = 4'b1101; 
            3: anode_active = 4'b1110; 
            endcase 
        case(num) 
            0: segments = 7'b0000001; 
            1: segments = 7'b1001111; 
            2: segments = 7'b0010010; 
            3: segments = 7'b0000110; 
            4: segments = 7'b1001100; 
            5: segments = 7'b0100100; 
            6: segments = 7'b0100000; 
            7: segments = 7'b0001111;
            8: segments = 7'b0000000; 
            9: segments = 7'b0000100;
            10: segments = 7'b1111110;
            11: segments = 7'b1111111;
            default: segments = 1;
        endcase 
    end
endmodule
module shift_left(
  input [7:0] in,
  output reg [14:0] out,
  input clk,
  input en,
  input load
  );
  always @(posedge clk) begin
    if (load) begin
      out <= in;
    end else if (en) begin
      out <= {out[13:0], 1'b0};
      end
  end
endmodule
module shift_right(
  input [7:0] in,
  output reg [7:0] out,
  input clk,
  input en,
  input load
  );
  always @(posedge clk) begin
    if (load) begin
      out <= in;
    end else if (en) begin
      out <= {1'b0, out[7:1]};
    end
  end
endmodule
module signed_multiplier(
  input [7:0] multiplier,
  input [7:0] multiplicand,
  input clk,  
  input shift_en,  
  input reg_en,  
  input load,  
  input psel,  
  output [14:0] product,
  output reg sign,
  output  zflag
  );
  always @(posedge clk) begin
    if (load) begin
        if(multiplicand == 0 || multiplier == 0) begin
            sign <=0;    
        end else
             sign <= multiplicand[7] ^ multiplier[7];
    end
  end
  wire [7:0] comp_multiplier;
  wire [7:0] comp_multiplicand;
  twos_complement tc_multiplier(.in(multiplier), .out(comp_multiplier));
  twos_complement tc_multiplicand(.in(multiplicand), .out(comp_multiplicand));
  unsigned_multiplier um(comp_multiplier, comp_multiplicand,
    clk, shift_en, reg_en, load, psel, product, zflag);
endmodule
`timescale 1ns / 1ps
module synchronizer(input clk, rst, in, output out);
    reg q1;
    reg q2;
    always@(posedge clk, posedge rst) begin
         if(rst == 1'b1) begin
             q1 <= 0;
             q2 <= 0;
         end
         else begin
             q1 <= in;
             q2 <= q1;
         end
     end
    assign out = (rst) ? 0 : q2;
endmodule
module twos_complement(
    input [7:0] in,
    output [7:0] out);
        assign out = in[7] ? ~in + 1 : in ;
endmodule
module unsigned_multiplier(
  input [7:0] multiplier,
  input [7:0] multiplicand,
  input clk,  
  input shift_en,  
  input reg_en,  
  input load,  
  input psel,  
  output reg [14:0] product,
  output zflag
);
  initial begin 
  product = 0;
  end
  wire [7:0] shifted_multiplier;
  wire [14:0] shifted_multiplicand;
  shift_left sl(.in(multiplicand), .out(shifted_multiplicand), .clk(clk), .en(shift_en), .load(load));
  shift_right sr(.in(multiplier), .out(shifted_multiplier), .clk(clk), .en(shift_en), .load(load));
  assign zflag = (shifted_multiplier == 8'b0);
  always @(posedge clk) begin
    if (reg_en && psel) begin  
        product <=  shifted_multiplier[0]? product + shifted_multiplicand : product;
    end else if (reg_en && !psel) begin
        product <= 0;
    end
  end
endmodule
==> notes.org <==
#+TITLE: Synthesis and PnR summary

** Final timing
- For the finished layout, the period the worst path requires is 3220 ps.
- 36 endpoints have no timing constraint.
- Endpoints failing hold in the final report were tallied at 0.
- In the final run the clock tree shows a worst skew of 7.90 ps.
- Counting pins that exceed their max-slew limit in the final report gives 0.
- Highest attainable clock frequency :: 311 MHz
- Final count of negative-setup-slack endpoints :: 0
- Fin crit share :: 51.1%
- After routing, the total negative slack on setup checks comes to 0 ps.
- Count of unclocked register or latch pins :: 25
- Looking at the max-slew report, the worst-margin pin has a slew of 865 ps.
- RSZ-0062 raised after global routing :: false
- In the post-route analysis, the smallest setup slack over all paths is 3080 ps.
- The worst pin sits at a relative slew slack of 41.8%.

** Setup path
- The worst setup path is captured at a flop.
- Per the timing report, the most critical flop-to-flop path originates at sm.um.product[0].
- Maximum fanout along the worst path :: 2
- The setup check on the worst reg-to-reg path leaves a slack of 3080 ps.
- The setup path with the least slack is of type reg2reg.
- The longest incremental delay of any stage on the critical path is reported as 370 ps.
- STA classifies the critical path startpoint as a flop.
- Critical path, cell by cell :: ha_1 -> inv_1 -> fa_1 -> nor2b_1 -> o21ai_0 -> nand2b_1 -> a21oi_1 -> o21bai_1 -> a21oi_1 -> o21bai_1 -> a21oi_1 -> o21bai_1 -> a21oi_1 -> o21bai_1 -> a21o_1 -> a21oi_1 -> xnor2_1 -> and2_1
- Depth of the most critical reg-to-reg path :: 18
- Data required time at the worst endpoint :: 6380 ps
- Data arrival, critical path :: 3300 ps
- Reg-to-Reg End :: sm.um.product[14]
- The script reports the combined buffer and inverter count of the critical path as 1.
- Critical-path cell with the highest stage delay :: sky130_fd_sc_hd__fa_1
- Cell mode on critical path :: sky130_fd_sc_hd__a21oi_1
- CP top delay family :: AND-OR/OR-AND gates

** Detailed routing
- The routed design shows a wire length per standard cell of 13.8 um.
- Number of DRC markers after the initial detailed-route iteration :: 614
- Highest routed layer :: met4
- The routed layout reports a DRC error count of 0.
- Total number of vias :: 9483
- Metal2 WL :: 10.7 mm
- For this block, wires on met1 add up to 12.2 mm.
- The detailed router reports a met3 wire length of 830 um.
- Antenna cells :: 0
- The iteration count recorded for the first detailed-route pass is 5.
- DRT antenna net count :: 0
- After detailed routing, the number of vias per cell comes to 5.48.
- Per the detailed-route log, wirelength across all metal layers totals 24.0 mm.

** Clocking
- CTS tree :: yes
- After clock tree synthesis, the clock-pin slew on the worst setup and hold paths is 60 ps.
- Per the CTS log, the buffer count on the longest clock path is 2.
- Per the skew report, the later register of the worst-skew pair sees a clock latency of 330 ps.
- Buffer count from post-CTS setup fixing :: 0
- Counting the buffers created by CTS gives 9.
- Hold repair after CTS inserted 0 buffers.
- Clk root buf :: sky130_fd_sc_hd__clkbuf_16
- In this run, post-CTS repair resized a total of 0 instances.
- The H-tree was split into 3 levels.

** Synth
- Yosys stat chip area :: 10500 um2
- Per the synth log, the flip-flop and latch total comes to 99.
- Unique masters post-synth :: 120
- Main flop type :: sky130_fd_sc_hd__dfxtp_1
- Share of async-settable or async-resettable flops after synthesis :: 0%
- Counting flops with a built-in enable in the synthesized netlist gives 33.
- For this design, Yosys synthesis ends with a cell count of 1281.
- The warning tally printed by Yosys for this design is 13.
- Synthesis handed over a netlist of 1281 instances.
- Cell area after technology mapping :: 10500 um2
- A synthesized cell averages 8.18 um2.

** GRT
- The initial antenna violation count is 0.
- First-pass GRT wire length :: 40.9 mm
- In the global route stage, overall resource usage came out at 13.6%.
- Entering global routing, the biggest net connects 34 pins.
- Overflow left after global routing :: 0
- The via count of the first global-routing pass was 8347.

** Place
- Instance area after placement :: 11100 um2
- Half-perimeter wire length after placement :: 18.3 mm
- RePlAce ended its routability-driven mode at a weighted congestion of 0.918.
- Including well taps, the total number of placed cells is 1716.
- Before CTS, the worst setup slack after placement is 3090 ps.
- I/O Buffers :: 31

** Run
- In this run the maximum-capacitance check reported violations numbering 0.
- Total tool warning count :: 58

** Hold path
- WHS Endpoint :: clkdiv_btnc.count[31]
- Class of the tightest hold or removal check :: reg2reg
- Per the hold report, the tightest min-delay path originates at clkdiv_btnc.count[31].
- The report gives the cell count of the worst hold path as 1.

** Finish
- Highest-count logic cell in the final layout :: sky130_fd_sc_hd__nor2_1
- Fillers :: 3533
- Compared with the post-synthesis result, the final layout area differs by 8.88%.
- Fraction of final layout cells sized beyond drive strength 1 :: 8.69%
- Summing all multi-input logic gate instances after layout gives 7560 um2.
- In the layout the commonest cells are sky130_fd_sc_hd__nor2_1 (118), sky130_fd_sc_hd__nand2_1 (85), sky130_fd_sc_hd__a21oi_1 (74), sky130_fd_sc_hd__ha_1 (73), sky130_fd_sc_hd__inv_1 (67).
- Summing all flip-flop and latch instances after layout gives 2300 um2.
- The finished layout reports a core utilization of 33.1%.
- With fillers left out, the area of the finished cells amounts to 11400 um2.
- Final cell count without fillers :: 1732

** Outcome
- The flow ran to the end, and the final reports show no timing, DRC or antenna violations.

** Die
- The die is 189 um tall.
- Area of the core :: 34500 um2
- Floorplan row count :: 68
- Overall die width :: 189 um
- Floorplan-stage core utilization :: 30.4%
- In this run the full chip footprint comes out at 35700 um2.
- For this design the top-level I/O count stands at 32.

** Pwr
- Worst supply voltage drop on vdd :: 174 uV
- The report lists the power per cell area as 93.0 nW/um2.
- Cell leakage power :: 0.00429 uW
[worst max path at each step]
| stage | from | to | slack (ps) | depth (start not counted) |
|---|---|---|---|---|
| 4_1_cts | sm.um.product[0] | sm.um.product[14] | 3060 | 18 |
| 5_1_grt | sm.um.product[0] | sm.um.product[14] | 2790 | 18 |
| 6_report | sm.um.product[0] | sm.um.product[14] | 3080 | 18 |
[layer usage]
layer	vias to the layer above	global-route usage [%]
met4	0	1.67
met5	-	0
met3	26	0.757
met2	225	21.5
li1	4817	-
met1	4415	21.3
[registers in the layout (all words and copies together) (netlist names), 2 cells and up]
register                              flops
display_enable                            2
bcu.next                                  2
right_pressed.detect.CurrentState         2
cu.state                                  2
bcu.state                                 2
clkdiv_btnc.count                        32
sm.um.sl.out                             15
sm.um.product                            15
segments                                  7
multiply_pressed.detect.CurrentState      2
sm.um.sr.out                              8
left_pressed.detect.CurrentState          2
[worst reg2reg max path, delay by kind of cell, from the launching register on]
kind / cells / cell delay (ps)
flip-flops: 1 / 360
AND/OR/NAND/NOR: 3 / 420
buffers and inverters: 1 / 60
AND-OR/OR-AND: 11 / 1470
adder cells (fa/ha/maj): 2 / 560
XOR/XNOR: 1 / 120
[kinds of logic (layout without fill, tap and decap cells)]
| kind of cell | count (synthesis) | in the layout | share of synthesized area (%) |
|---|---|---|---|
| AND-OR/OR-AND | 388 | 388 | 28.1 |
| XOR/XNOR | 74 | 74 | 6.74 |
| buffers and inverters | 134 | 130 | 5.91 |
| flip-flops | 97 | 97 | 21.7 |
| latches | 2 | 2 | 0.286 |
| adder cells (fa/ha/maj) | 74 | 74 | 8.90 |
| AND/OR/NAND/NOR | 459 | 459 | 23.1 |
| multiplexers | 53 | 53 | 5.28 |
[synth_stat cells, drive strengths merged (12+ instances only)]
library cell / instances / area (um2)
a211oi: 20 / 173
a21oi: 75 / 387
a31oi: 15 / 106
and2: 33 / 208
and3: 14 / 92.6
buf: 39 / 259
clkbuf: 23 / 90.1
dfxtp: 64 / 1280
edfxtp: 33 / 991
ha: 73 / 913
inv: 68 / 255
mux2: 15 / 173
mux2i: 38 / 380
nand2: 88 / 338
nand3: 47 / 235
nand4: 20 / 138
nor2: 122 / 478
nor2b: 12 / 75.1
nor3: 47 / 277
nor4: 19 / 155
o211ai: 25 / 188
o21ai: 56 / 284
o31ai: 14 / 110
or3: 12 / 75.1
xnor2: 40 / 377
xor2: 33 / 308
[power breakdown]
part | internal [uW] | switching, uW
clock network | 342 | 184
logic | 20.2 | 16.0
registers | 498 | 0.303
[stage by stage]
stage               hold slack, ps  total power, uW
global placement               452              545
CTS                            461             1070
global route                   475             1100
floorplan                      435              527
detailed placement             453              545
finish                         457             1060
[final cells by class]
class	count	share of cell area, %
clock buffers	13	2.38
well taps	455	4.99
flip-flops and latches	99	20.2
inverters	72	2.37
multi-input cells	1048	66.2
repair buffers	42	3.44
clock inverters	3	0.406
Power is estimated from default activity; no workload was simulated.
